==> /design/flow/design.v <==
module DP1M4 #(
  parameter bw       = 4,
  parameter psum_bw  = 20,
  parameter nnz      = 2,
  parameter n        = 4
) (
  input  wire                   clk,
  input  wire                   reset,
  input  wire                   load,
  input  wire                   execute,
  input  wire                   a_select,
  input  wire [nnz*bw-1:0]      weights_flat,
  input  wire [n-1:0]           w_index,
  input  wire [2*bw-1:0]        activation_flat,
  input  wire [3:0]             activation_index_flat,
  input  wire [psum_bw-1:0]     psum_in,
  output reg  [psum_bw-1:0]     psum_out
);
  wire [bw-1:0]   activation    [0:1];
  wire [1:0]      activation_i  [0:1];
  assign activation   [0] = activation_flat[bw-1:0];
  assign activation   [1] = activation_flat[2*bw-1:bw];
  assign activation_i [0] = activation_index_flat[1:0];
  assign activation_i [1] = activation_index_flat[3:2];
  wire [bw-1:0] act_val   = a_select ? activation[1]    : activation[0];
  wire [1:0]    act_index = a_select ? activation_i[1]  : activation_i[0];
  reg  [1:0]    w_indexes [0:nnz-1];
  integer       p;
  reg  [1:0]    j;
  always @(*) begin
    for (p = 0; p < nnz; p = p + 1)
      w_indexes[p] = 2'b00;
    j = 0;
    for (p = 0; p < n; p = p + 1) begin
      if (w_index[p]) begin
        if (j < nnz) begin
          w_indexes[j] = p[1:0];
          j = j + 1;
        end
      end
    end
  end
  wire        hit      = (act_index == w_indexes[0]) || (act_index == w_indexes[1]);
  wire [bw-1:0] w0      = weights_flat[bw-1:0];
  wire [bw-1:0] w1      = weights_flat[2*bw-1:bw];
  wire [bw-1:0] weight_sel = hit
                             ? (act_index == w_indexes[0] ? w0 : w1)
                             : {bw{1'b0}};
  always @(posedge clk or posedge reset) begin
    if (reset) begin
      psum_out <= {psum_bw{1'b0}};
    end else if (execute && load) begin
      psum_out <= psum_in;
    end else if (execute && !load && hit) begin
      psum_out <= psum_out + weight_sel * act_val;
    end
  end
endmodule
module DP1M4_row #(
  parameter bw      = 4,
  parameter psum_bw = 20,
  parameter nnz     = 2,
  parameter n       = 4,
  parameter M       = 4
) (
  input  wire                   clk,
  input  wire                   reset,
  input  wire                   load,
  input  wire                   execute,
  input  wire [2*bw-1:0]        activation_flat,
  input  wire [M-1:0]           a_select,                    
  input  wire [M*nnz*bw-1:0]    weights_flat,                
  input  wire [M*n-1:0]         w_index,                     
  input  wire [M*4-1:0]         activation_index_flat,       
  input  wire [M*psum_bw-1:0]   psum_in,                     
  output wire [M*psum_bw-1:0]   psum_out                     
);
  localparam int W_STRIDE = nnz*bw;
  genvar i;
  generate
    for (i = 0; i < M; i = i + 1) begin : GEN_DP
      DP1M4 #(
        .bw      (bw),
        .psum_bw (psum_bw),
        .nnz     (nnz),
        .n       (n)
      ) dp_inst (
        .clk             (clk),
        .reset           (reset),
        .load            (load),
        .execute         (execute),
        .activation_flat (activation_flat),
        .a_select         (a_select[i]),
        .weights_flat     (weights_flat[(i+1)*W_STRIDE-1 : i*W_STRIDE]),
        .w_index          (w_index   [(i+1)*n-1      : i*n]),
        .activation_index_flat(activation_index_flat[(i+1)*4-1 : i*4]),
        .psum_in          (psum_in   [(i+1)*psum_bw-1 : i*psum_bw]),
        .psum_out         (psum_out  [(i+1)*psum_bw-1 : i*psum_bw])
      );
    end
  endgenerate
endmodule
==> /design/flow/run.sh <==
#!/bin/bash
# OpenROAD 26Q1-2900-gdf79404cd8, Yosys 0.63+post, stock flow scripts
make -C /OpenROAD-flow-scripts/flow DESIGN_CONFIG=/design/flow/config.mk WORK_HOME=/design/flow/orfs finish
==> /design/flow/config.mk <==
export PLATFORM = sky130hd
export DESIGN_NAME = DP1M4_row
export DESIGN_NICKNAME = DP1M4_row
export VERILOG_FILES = /design/flow/design.v
export SDC_FILE = /design/flow/constraint.sdc
export NUM_CORES = 4
export LEC_CHECK = 1
export CORE_UTILIZATION = 30
==> /design/flow/constraint.sdc <==
current_design DP1M4_row

set clk_period 9.2
set clk_io_pct 0.2

create_clock -name clk0 -period $clk_period [get_ports {clk}]

set non_clock_inputs [all_inputs -no_clocks]
set_input_delay [expr $clk_period * $clk_io_pct] -clock clk0 $non_clock_inputs
set_output_delay [expr $clk_period * $clk_io_pct] -clock clk0 [all_outputs]
==> impl_metrics.json <==
{
  "outcome": "complete, no violations",
  "reg2reg_depth": 9,
  "core-area_um2": 28700,
  "netlist_instances": 1034,
  "p_leak_nw": 5.269,
  "drv_cap": 0,
  "start_kind": "input pin",
  "pre_cts_ws_ns": 0.4767,
  "ant_nets": 0,
  "critPathMaxStageDelay_ns": 0.54,
  "die-area_um2": 29850,
  "numCtsBuffers": 9,
  "report.final.slew_viol_count": 0,
  "ys_dominant_reg_cell": "dfrtp_1",
  "synth_warnings": 2,
  "num_rows": 62,
  "area_growth_pct": 35.18,
  "drtPass1Iterations": 7,
  "grt_remaining_overflow": 0,
  "cp.buffers_inverters": 3,
  "routedWlPerCell_um": 16.63,
  "drive_gt1_frac": 0.05564,
  "period_needed_ns": 8.384,
  "avgViaCountPerCell": 5.169,
  "ys_types": 85,
  "worstHoldPathType": "reg2reg",
  "peakVddDrop_v": 0.00008666,
  "grt.total_usage": 0.1861,
  "worst_setup_path_end_kind": "flip-flop",
  "drc": 0,
  "ys_seq_frac": 0.2288,
  "power_density_nw_per_um2": 188.2,
  "synth_area_leader_cell": "dfrtp_1",
  "insertion_delay_ns": 0.34,
  "worst_pin_slew_ns": 0.7302,
  "seqCellArea_um2": 2002,
  "synth_stat.cells": 1034,
  "fp_util": 0.3048,
  "ios": 240,
  "top_register": "GEN_DP.dp_inst.psum_out",
  "startpoint": "w_index[4]",
  "edf_count": 0,
  "die_w_um": 172.8,
  "tns_ns": 0,
  "cts-root-buf": "clkbuf_16",
  "finalWeightedCongestion": 0.8747,
  "top_cell_area_share": 0.2288,
  "warning_count": 41,
  "post_cts_resize_count": 0,
  "crit_slowest_cell": "fa_1",
  "drtIter0Drc": 458,
  "synth.area.top_cells": "dfrtp_1, ha_1, mux2i_1",
  "layout_setup_ws_ns": 0.8160,
  "largest_reg_flops": 80,
  "die_h_um": 172.8,
  "synth_flops": 80,
  "timing.rr.start": "GEN_DP[3].dp_inst.psum_out[0]",
  "final.period_utilization": 0.9113,
  "grt_pass1_vias": 8237,
  "crit_end": "GEN_DP[1].dp_inst.psum_out[16]",
  "vias": 8492,
  "fin_skew_ns": 0.01095,
  "cts_setup_buffers": 0,
  "grt_first_pass_wirelength_mm": 44.04,
  "finalHoldViolations": 0,
  "finalSetupViolCount": 0,
  "wl_mm": 27.32,
  "cts.path.max_buffers": 2,
  "htree_levels": 3,
  "reg2reg_slack_ns": 6.28,
  "critical_path.top_delay_family": "simple AND/OR/NAND/NOR gates",
  "logic_area_um2": 6329,
  "async_flop_share": 1.000,
  "crit_type": "in2reg",
  "synth.avg_cell_area_um2": 8.462,
  "io_buffers": 239,
  "antenna_found_initial": 1,
  "dp_hpwl_mm": 20.98,
  "rsz0062_at_grt": "false",
  "synth_area_um2": 8750,
  "r2r-end": "GEN_DP[3].dp_inst.psum_out[14]",
  "fill_cells": 2828,
  "path_max_fanout": 5,
  "grt_max_degree": 49,
  "postCtsHoldBufs": 0,
  "arrival_ns": 8.61,
  "reg_top3": "GEN_DP.dp_inst.psum_out (80)",
  "ys_chip_area_um2": 8750,
  "worstSetupPathDepth": 27,
  "cts_tree": "done",
  "required_ns": 9.43,
  "clk_pin_slew_ns": 0.07,
  "relSlewSlack": 0.5113,
  "cts.sinks": 80,
  "fmax_mhz": 119.3
}
## worst min-delay path by stage
stage / from / end / slack, ns / cells past startpoint
global route: GEN_DP[3].dp_inst.psum_out[2] / GEN_DP[3].dp_inst.psum_out[2] / 0.55 / 2
finish: GEN_DP[3].dp_inst.psum_out[2] / GEN_DP[3].dp_inst.psum_out[2] / 0.52 / 2
CTS: GEN_DP[3].dp_inst.psum_out[2] / GEN_DP[3].dp_inst.psum_out[2] / 0.53 / 2
## power breakdown
group / switching (mW) / total (mW) / internal [mW]
Combinational: 0.598 / 1.26 / 0.661
Clock: 0.170 / 0.383 / 0.213
Sequential: 0.129 / 0.583 / 0.454
Total: 0.898 / 2.23 / 1.33
## cells by family after synthesis
logic type,synth area share
AND-OR/OR-AND,0.2471
XOR/XNOR,0.04104
adder cells (fa/ha/maj),0.1888
buffers and inverters,0.04905
flip-flops,0.2288
multiplexers,0.06178
AND/OR/NAND/NOR,0.1835
## placed cells by master, fill, tap and decap left out, types with 4 or more instances in the layout
cell type	Yosys	final
a31oi_1	13	13
o21a_1	11	11
fa_1	20	20
and3_1	12	12
a21o_1	27	27
xnor2_1	35	35
a311o_1	5	5
a32oi_1	4	4
o311ai_0	5	5
nor2b_1	8	8
a41oi_1	5	5
a211o_1	5	5
xor2_1	6	6
nor3b_1	4	4
a211oi_1	13	13
o21bai_1	9	9
and2_1	6	6
clkbuf_16	0	9
clkdlybuf4s50_1	0	238
nand3_1	28	28
o211ai_1	6	6
buf_4	2	11
nor2_1	112	111
nor4_1	6	6
inv_1	64	63
o22ai_1	15	15
ha_1	100	100
mux2i_1	45	45
a222oi_1	5	5
nand4_1	14	14
a22oi_1	29	29
o21ai_0	41	41
dfrtp_1	80	80
nand2_1	85	84
or2_2	14	14
a21oi_1	69	69
nor3_1	20	20
## layout make-up
class	count	area share
Antenna cell	1	0.0002116
Clock buffer	9	0.01904
Clock inverter	7	0.006559
Inverter	64	0.02042
Multi-Input combinational cell	848	0.5351
Sequential cell	80	0.1693
Tap cell	384	0.04062
Timing Repair Buffer	250	0.2088
## per-stage QoR
| step | util | instance area, um^2 | instances | total power, mW | hold slack [ns] |
|---|---|---|---|---|---|
| after floorplan | - | 8750 | 1034 | 1.349 | 0.4563 |
| after global placement | 0.4014 | 11520 | 1626 | 1.835 | 0.5068 |
| after detailed placement | 0.4014 | 11520 | 1626 | 1.846 | 0.5137 |
| after CTS | 0.4120 | 11830 | 1642 | 2.245 | 0.5292 |
| after global routing | 0.4121 | 11830 | 1643 | 2.432 | 0.5549 |
| final | 0.4121 | 11830 | 1643 | 2.226 | 0.5209 |
## synthesized netlist by cell type, drive strengths merged (15+ instances only)
cell type    n
ha         100
a21oi       70
o22ai       15
fa          20
or2         16
nor2       112
o21ai       43
nand2       85
clkbuf      32
xnor2       35
nand3       28
nor3        21
a21o        27
mux2i       47
a22oi       29
dfrtp       80
inv         64
## worst register-to-register path: cells and delay by family, from the launching register on
family	cells	cell delay (ns)
compound gates	4	1.21
fa+ha+maj	2	0.66
simple gates	3	0.55
flops	1	0.41
## layer usage
metal  global-route usage  vias up  wire length (um)
met5                    0        -                 0
met4              0.01586        0               165
met3              0.03365        9              1450
met2               0.2831      214             12000
met1               0.2896     4006             13710
li1                     -     4263                 -
Power is estimated from default activity; no workload was simulated.
