--- flow/constraint.sdc ---
current_design mac_row

set clk_period 18.3
set clk_io_pct 0.2

create_clock -name clk0 -period $clk_period [get_ports {clk}]

set non_clock_inputs [all_inputs -no_clocks]
set_input_delay [expr $clk_period * $clk_io_pct] -clock clk0 $non_clock_inputs
set_output_delay [expr $clk_period * $clk_io_pct] -clock clk0 [all_outputs]
--- flow/run.sh ---
#!/bin/bash
# OpenROAD 26Q1-2900-gdf79404cd8, Yosys 0.63+post, stock flow scripts
make -C /OpenROAD-flow-scripts/flow DESIGN_CONFIG=/design/flow/config.mk WORK_HOME=/design/flow/orfs finish
--- flow/config.mk ---
export PLATFORM = sky130hd
export DESIGN_NAME = mac_row
export DESIGN_NICKNAME = mac_row
export VERILOG_FILES = /design/flow/design.v
export SDC_FILE = /design/flow/constraint.sdc
export NUM_CORES = 4
export LEC_CHECK = 1
export CORE_UTILIZATION = 30
--- flow/design.v ---
module mac_row (
    clk, reset, execute, load, a_select,
    nzero_weights_flat, w_indexes_flat,
    in_activation_flat, in_psum_flat, act_index_flat,
    final_psum_flat, load_out
);
    parameter nz = 8;
    parameter bw = 4;
    parameter psum_bw = 20;
    parameter ncol = 2;
    parameter col = 4;
    input clk, reset, execute, load, a_select;
    input [nz*bw-1:0] nzero_weights_flat;    
    input [nz*2-1:0] w_indexes_flat;         
    input [2*bw-1:0] in_activation_flat;     
    input [col*psum_bw-1:0] in_psum_flat;    
    input [2*2-1:0] act_index_flat;          
    output [col*psum_bw-1:0] final_psum_flat;
    output load_out;
    reg [psum_bw-1:0] int_psum [0:col-1];
    reg [psum_bw-1:0] final_psum [0:col-1];
    reg [psum_bw-1:0] temp_psum [0:col-1];
    wire [psum_bw-1:0] in_psum [0:col-1];
    wire [psum_bw-1:0] out_psum_wire [0:ncol-1];
    wire [1:0]         w_index_out_wire [0:ncol-1];
    reg load_q, execute_q;
    assign load_out = load_q;
    integer i;
    generate
        genvar idx;
        for (idx = 0; idx < col; idx = idx + 1) begin : UNPACK_PSUM
            assign in_psum[idx] = in_psum_flat[psum_bw*idx +: psum_bw];
            assign final_psum_flat[psum_bw*idx +: psum_bw] = final_psum[idx];
        end
    endgenerate
    always @(*) begin
        for (i = 0; i < col; i = i + 1)
            temp_psum[i] = int_psum[i];
        for (i = 0; i < ncol; i = i + 1)
            temp_psum[w_index_out_wire[i]] = temp_psum[w_index_out_wire[i]] + out_psum_wire[i];
    end       
  always @(*) begin
    for (i = 0; i < col; i = i + 1)
        final_psum[i] = int_psum[i];
    end
    always @(posedge clk) begin
        execute_q <= execute;
        load_q <= load;
        if (reset) begin
            for (i = 0; i < col; i = i + 1) begin
                int_psum[i] <= 0;
            end
        end else if (execute_q) begin
            if (load_q) begin
                for (i = 0; i < col; i = i + 1)
                    int_psum[i] <= in_psum[i];
            end else begin
                for (i = 0; i < col; i = i + 1)
                    int_psum[i] <= temp_psum[i];
            end
        end
    end                 
    generate
        genvar tile;
        for (tile = 0; tile < ncol; tile = tile + 1) begin : col_num
            localparam integer slice_start = tile * col;
            wire [bw*col-1:0] in_weight_slice;
            wire [2*col-1:0]  w_index_slice;
            assign in_weight_slice = nzero_weights_flat[(slice_start*bw) +: (col*bw)];
            assign w_index_slice   = w_indexes_flat[(slice_start*2) +: (col*2)];
            mac_tile_wrapper #(
                .bw(bw),
                .psum_bw(psum_bw),
                .depth(col)
            ) mac_tile_instance (
                .clk(clk),
                .reset(reset),
                .execute(execute_q),
                .a_select(a_select),
                .in_activation_flat(in_activation_flat),
                .in_weight_flat(in_weight_slice),
                .a_index_flat(act_index_flat),
                .w_index_flat(w_index_slice),
                .out_psum(out_psum_wire[tile]),         
                .w_index_out(w_index_out_wire[tile])    
            );
        end
    endgenerate
endmodule
module mac_tile_wrapper (
    clk,
    reset,
    execute,
    a_select,
    in_activation_flat,
    in_weight_flat,
    a_index_flat,
    w_index_flat,
    out_psum,
    w_index_out
);
    parameter bw = 4;
    parameter psum_bw = 16;
    parameter depth = 4;
    input clk;
    input reset;
    input execute;
    input a_select;
    input [2*bw-1:0] in_activation_flat;    
    input [depth*bw-1:0] in_weight_flat;    
    input [2*2-1:0] a_index_flat;            
    input [depth*2-1:0] w_index_flat;        
    output reg [psum_bw-1:0] out_psum;
    output [1:0] w_index_out;
    reg [bw-1:0] in_activation [0:1];
    reg [bw-1:0] in_weight [0:depth-1];
    reg [1:0] a_index [0:1];
    reg [1:0] w_index [0:depth-1];
    reg [bw-1:0] act_select, act_select_q;
    reg [1:0] act_select_index, act_select_index_q;
    reg [bw-1:0] select_w, select_w_q;
    reg [1:0] select_w_index, select_w_index_q;
    wire [psum_bw-1:0] product;
    integer i;
    always @(*) begin
        for (i = 0; i < 2; i = i + 1) begin
            in_activation[i] = in_activation_flat[bw*i +: bw];
            a_index[i] = a_index_flat[2*i +: 2];
        end
        for (i = 0; i < depth; i = i + 1) begin
            in_weight[i] = in_weight_flat[bw*i +: bw];
            w_index[i] = w_index_flat[2*i +: 2];
        end
    end
    always @(*) begin
        if (a_select) begin
            act_select = in_activation[1];
            act_select_index = a_index[1];
        end else begin
            act_select = in_activation[0];
            act_select_index = a_index[0];
        end
        select_w = in_weight[act_select_index];
        select_w_index = w_index[act_select_index];
    end
    assign product = act_select_q * select_w_q;
    assign w_index_out = select_w_index_q;
    always @(posedge clk) begin
        if (reset) begin
            out_psum <= 0;
            act_select_q <= 0;
            act_select_index_q <= 0;
            select_w_q <= 0;
            select_w_index_q <= 0;
        end else begin
            act_select_q <= act_select;
            act_select_index_q <= act_select_index;
            select_w_q <= select_w;
            select_w_index_q <= select_w_index;
            if (execute) begin
                out_psum <= product;
            end
        end
    end
endmodule
==> impl_metrics.py <==
# Physical implementation metrics
metrics = {
    "outcome": {
        "outcome": "finished clean",
    },
    "final_timing": {
        "slew_headroom_pct": 43.2,
        "setup_viol": 0,
        "worstMarginPinSlew_ps": 841,
        "hold_viol": 0,
        "finalCriticalPeriod_ps": 6110,
        "fin_crit_sh_pct": 33.4,
        "whs_ps": 498,
        "fmax_mhz": 164,
        "finalSetupTns_ps": 0,
        "skew_ps": 11.2,
        "slew_violations": 0,
        "rsz0062_at_grt": "no",
    },
    "cells_and_area": {
        "final_cell_area_um2": 13500,
        "layout_top_cell": "clkdlybuf4s50_1",
        "drive_above_1_share_pct": 8.60,
        "lay_top_cells": "clkdlybuf4s50_1, nor2_1, nand2_1",
        "area_delta_synth_final_pct": 30.7,
    },
    "grt": {
        "overflow": 0,
        "met2_usage_pct": 33.6,
        "grtUsageTotal_pct": 22.1,
        "grt_start_max_net_pins": 75,
        "grt_pass1_wl_um": 59300,
        "use_met1_pct": 31.0,
        "met3_usage_pct": 5.97,
        "grt_pass1_vias": 10300,
        "top_usage_layer": "met2",
        "antenna_found_initial": 0,
    },
    "worst_hold_path": {
        "hp-start": "col_num[1].mac_tile_instance.out_psum[4]",
        "min_path_type": "flop to flop",
    },
    "critical_path": {
        "crit_cells": 18,
        "cp.arrival_ps": 6380,
        "rr_worst_depth": 18,
        "critPathBufInv": 1,
        "critPathCapture": "int_psum[0][16]",
        "crit_slowest_cell": "mux4_2",
        "r2r_end": "int_psum[0][16]",
        "startpoint_type": "flop",
        "path_cells": "buf_4 -> mux4_2 -> ha_1 -> a21o_1 -> a21o_1 -> or2_2 -> a31oi_1 -> xor2_1 -> o21ai_0 -> mux4_2 -> ha_1 -> nor2_1 -> or3_1 -> nor2_1 -> nand3_2 -> or2_1 -> o311ai_1 -> a21oi_1",
        "reg2reg_slack_ps": 12200,
        "cp.required_ps": 18570,
        "crit_fanout": 35,
        "worstSetupPathType": "flop to flop",
        "rr_startpoint": "col_num[0].mac_tile_instance.select_w_index_q[0]",
        "startpoint": "col_num[0].mac_tile_instance.select_w_index_q[0]",
        "worstSetupEndpointType": "flop",
        "crit_family": "simple AND/OR/NAND/NOR gates",
        "slowest_delay_ps": 590,
    },
    "drt": {
        "drt-vias-per-instance": 5.62,
        "ant_nets": 0,
        "routed-via-count": 10900,
        "wl_per_cell_um": 19.9,
        "drt_pass1_iterations": 6,
        "drtIter0Drc": 999,
        "wl_um": 38600,
        "insertedDiodeCount": 0,
        "drc": 0,
    },
    "floorplanning": {
        "die_height_um": 188,
        "chipArea_um2": 35300,
        "core_util_floorplan_pct": 30.7,
        "core-area_um2": 33800,
        "die_w_um": 188,
        "std_cell_rows": 67,
        "ios": 226,
    },
    "synthesis": {
        "synthCells": 1313,
        "flop_cell": "dfxtp_1",
        "yosys_cells": 1313,
        "synth-warning-count": 12,
        "edf_count": 0,
        "avgSynthCellArea_um2": 7.90,
        "async_flop_share_pct": 0,
        "yosysChipArea_um2": 10400,
        "syn_area_um2": 10400,
        "numSynthFlops": 114,
        "yosysSeqAreaShare_pct": 22.0,
        "synth_cell_type_count": 89,
    },
    "pwr": {
        "leakage_uw": 0.00495,
        "power.density_nw_per_um2": 70.1,
        "ir_drop_mv": 0.0595,
    },
    "flow_run": {
        "drv_cap": 0,
        "log.warning_count": 26,
    },
    "clocking": {
        "cts_made_buffers": 17,
        "clk_pin_slew_ps": 60,
        "ctsHoldBuffers": 0,
        "numClockSinks": 114,
        "clkLatencyLatePin_ps": 420,
        "clock_path_buffers": 2,
        "h-tree-depth": 4,
        "clockRootBuffer": "clkbuf_16",
        "cts_resized": 0,
        "cts_tree": "built",
        "post_cts_buffers": 0,
    },
    "placement": {
        "dp_hpwl_um": 27400,
        "io_buffers": 225,
        "dpl_cell_area_um2": 12900,
        "place_congestion": 0.959,
    },
}
[registers in the layout, summed over array words and instances, names as in the netlist]
name	count
col_num.mac_tile_instance.select_w_index_q	4
int_psum	80
load_q	1
execute_q	1
col_num.mac_tile_instance.act_select_q	4
col_num.mac_tile_instance.select_w_q	8
col_num.mac_tile_instance.out_psum	16
[final cells by class]
class / count / area, um2
multi-input combinational: 1065 / 7550
tap: 448 / 561
fill: 3366 / 20200
clock buffer: 23 / 489
timing repair buffer: 249 / 2430
clock inverter: 9 / 126
sequential: 114 / 2290
inverter: 28 / 105
[metal layers]
metal / part of all wire, % / wire length [um]
met4: 3.4 / 1300
met2: 44 / 16900
met1: 43 / 16600
met5: 0 / 0
met3: 10 / 3840
[cell families after synthesis]
kind of cell             Yosys count  synth area share [%]
AND-OR/OR-AND                    367                  23.5
XOR/XNOR                          72                  6.08
adder cells (fa/ha/maj)           51                  6.88
buffers and inverters            134                  5.31
flip-flops                       114                  22.0
multiplexers                      96                  13.3
AND/OR/NAND/NOR                  479                  22.9
[Yosys cell counts, types with 10 or more instances]
| master | instances | area (um2) |
|---|---|---|
| clkbuf_1 | 80 | 300 |
| o31ai_1 | 10 | 75.1 |
| nand2_1 | 129 | 484 |
| a211oi_1 | 51 | 383 |
| mux2i_1 | 59 | 591 |
| nand3_1 | 21 | 105 |
| a21oi_1 | 91 | 455 |
| xnor2_1 | 45 | 394 |
| o22ai_1 | 18 | 113 |
| nor2_1 | 158 | 593 |
| o21ai_0 | 70 | 350 |
| nor4_1 | 11 | 68.8 |
| ha_1 | 41 | 513 |
| a31oi_1 | 13 | 81.3 |
| o211ai_1 | 18 | 135 |
| nand2b_1 | 13 | 81.3 |
| and2_1 | 28 | 175 |
| dfxtp_1 | 114 | 2280 |
| inv_1 | 28 | 105 |
| nor3_1 | 27 | 135 |
| a22oi_1 | 15 | 113 |
| fa_1 | 10 | 200 |
| nor2b_1 | 21 | 131 |
| a311oi_1 | 10 | 87.6 |
| mux4_2 | 33 | 743 |
| xor2_1 | 27 | 236 |
| and3_1 | 13 | 81.3 |
| buf_1 | 10 | 37.5 |
[worst min-delay path: cells and delay by family (launching register included)]
| kind | cells | cell delay (ps) |
|---|---|---|
| flip-flops | 1 | 310 |
| AND/OR/NAND/NOR | 1 | 90 |
| AND-OR/OR-AND | 1 | 50 |
[through the flow]
step                utilization (%)  worst slack [ps]  total power (uW)  cells
finish                         40.1             12200               949   1936
global route                   40.1             11910               993   1936
CTS                            40.1             12280               950   1936
detailed placement             38.3             12360               591   1904
global placement               38.3             12500               589   1904
floorplan                         -             12510               470   1313
[worst min path at each step]
stage	cells past startpoint	endpoint	slack (ps)
4_1_cts	2	col_num[1].mac_tile_instance.out_psum[4]	500
5_1_grt	2	col_num[1].mac_tile_instance.out_psum[0]	520
6_report	2	col_num[1].mac_tile_instance.out_psum[4]	500
[where the power goes]
| part | switching (uW) | internal, uW |
|---|---|---|
| sequential | 29.2 | 266 |
| clock | 129 | 229 |
| combinational | 157 | 138 |
| total | 316 | 634 |
Power figures rest on the tool's default switching activity, not on a simulated workload.
